### run.sh
#!/bin/bash
# OpenROAD 26Q1-2900-gdf79404cd8, Yosys 0.63+post, stock flow scripts
make -C /OpenROAD-flow-scripts/flow DESIGN_CONFIG=/design/flow/config.mk WORK_HOME=/design/flow/orfs finish
### config.mk
export PLATFORM = sky130hd
export DESIGN_NAME = sfa_bram
export DESIGN_NICKNAME = sfa_bram
export VERILOG_FILES = /design/flow/design.v
export SDC_FILE = /design/flow/constraint.sdc
export NUM_CORES = 4
export LEC_CHECK = 1
export CORE_UTILIZATION = 50
### constraint.sdc
current_design sfa_bram

set clk_period 87.1
set clk_io_pct 0.2

create_clock -name clk0 -period $clk_period

set non_clock_inputs [all_inputs -no_clocks]
set_input_delay [expr $clk_period * $clk_io_pct] -clock clk0 $non_clock_inputs
set_output_delay [expr $clk_period * $clk_io_pct] -clock clk0 [all_outputs]
### design.v
`timescale 1 ns / 1 ps
module sfa_bram #
(
  parameter integer INITIAL_VALUE  = 0
)
(
  input  wire             bram_en       ,
  input  wire  [ 3 : 0]   bram_we       ,
  input  wire  [31 : 0]   bram_addr     ,
  input  wire  [31 : 0]   bram_din      ,
  output reg   [31 : 0]   bram_dout     ,
  input  wire             bram_clk      ,
  input  wire             bram_rst
);
localparam SIZE = 100;
reg [31 : 0] RAM [0 : SIZE - 1];
initial begin: ram_initial
  integer i;
  for (i = 0; i < SIZE - 1; i = i + 1)
  begin
    RAM[i] = INITIAL_VALUE + i / 4;
  end
end
always @(bram_clk) begin
  if (!bram_rst) begin
    if (bram_en) begin
      bram_dout <= RAM[bram_addr];
    end
    else begin
      bram_dout <= 32'bz;
    end
  end
  else begin
    bram_dout <= 32'bz;
  end
end
always @(bram_clk) begin
  if (!bram_rst) begin
    if (bram_en) begin
      if (bram_we == 4'b1111) begin
        RAM[bram_addr] <= bram_din;
      end
    end
  end
end
endmodule
==> results.yml <==
# flow metrics
global_routing:
  grt_max_degree: 96
  grt_pass1_vias: 61400
  grtUsageTotal_pct: 72.7
  use_met3_pct: 65.8
  grtUsageMet2_pct: 82.2
  grt_pass1_wl_um: 624000
  grt.busiest_layer: "met2"
  use_met1_pct: 76.7
  antenna_found_initial: 130
  overflow: 0
synthesis:
  edf_count: 0
  yosys_cells: 6473
  avgSynthCellArea_um2: 10.8
  ys_types: 80
  synthArstFlopShare_pct: 0
  ys_area_um2: 69900
  yosys.area.top_type_share_pct: 68.6
  yosys-top-cells-area: "dlxtn_1 (69%), a22oi_1 (11%), a22o_1 (2.0%)"
  ys.flop_type: "dlxtn_1"
  ys_seq_elements: 3200
  synth_warnings: 4
  netlist.top_cell.by_area: "dlxtn_1"
  synth_area_um2: 69900
  syn_inst: 6473
route:
  vias_per_cell: 8.22
  dr.pass1.iters: 10
  vias: 71900
  ant_nets: 2
  drt-total-wl_um: 493000
  drc: 0
  initialDrtViolationCount: 10800
  wire_per_inst_um: 56.4
sta:
  unclocked_regs: 3200
  hold_violations: 0
  setup_slack_ps: 45400
  setup_viol: 0
  fmax_mhz: 24.0
  fin_crit_sh_pct: 47.9
  worst_pin_slew_ps: 1560
  setup-tns-final_ps: 0
  slew_violations: 3
  untimed_endpoints: 3200
  rsz0062_at_grt: "false"
  period_needed_ps: 41700
  holdWs_ps: 36570
  maxSlewHeadroom_pct: -4.91
floorplanning:
  floorplanUtilization_pct: 50.6
  io_pins: 103
  die_w_um: 376
  core_um2: 138000
  die_h_um: 376
  dieArea_um2: 141000
  num_rows: 136
setup_path:
  cp-startpoint: "bram_addr[1]"
  critical_path.slowest_cell: "nor4_1"
  worst_setup_path_end_kind: "primary output"
  crit_top_cell: "buf_4"
  cp_cell_sequence: "buf_4, buf_4, buf_4, nand4bb_2, buf_4, nor2_2, buf_4, a22oi_1, nand4_1, or4_1, nor4_1, a31oi_1, buf_4, clkdlybuf4s50_1"
  crit_required_ps: 69680
  slowest_delay_ps: 1290
  crit_type: "input port to primary output"
  critPathMaxFanout: 30
  start_kind: "input port"
  arrival_ps: 24280
  crit_end: "bram_dout[5]"
power_and_ir_drop:
  peakVddDrop_v: 0.00000417
  intPower_mw: 0.129
  p_leak_nw: 33.9
  switchingPower_mw: 0.122
  p_sw_share_pct: 48.7
  p_per_area_nw_per_um2: 3.31
  power_mw: 0.251
placement:
  place_area_um2: 75100
  dp_hpwl_um: 298000
  gp_congestion: 1.13
  pre_cts_slack_ps: 46330
  place_inst: 8437
  port_buffers: 77
layout:
  largest_reg_flops: 3200
  layout_top_cell: "dlxtn_1"
  syn_to_final_growth_pct: 8.42
  final_util_pct: 54.9
  layout.cells.non_filler: 8742
  drive_gt1_share_pct: 11.7
  largest_registers: "RAM: 3200 flops"
  postLayoutCellArea_um2: 75800
  layout_top_cells: "dlxtn_1 (3200), a22oi_1 (1018), buf_4 (459), a22o_1 (156), nand2_1 (150)"
  regMostFlops: "RAM"
cts:
  cts-resized-gates: 0
  postCtsHoldBufs: 0
  cts_setup_buffers: 0
min_path:
  min_path_cells: 8
  timing.hold.worst.class: "input port to primary output"
run_status:
  violations: "antenna rules, capacitance limit, slew limit"
  status: "finished with violations"
job:
  cap_violations: 1
  warnings: 60
-- Yosys cell counts (all sizes together), types with 23 or more instances --
cell,count
a22oi,1018
a21oi,106
a31oi,40
or4,29
mux2,58
a41oi,23
dlxtn,3200
nor3,84
o22ai,112
a32oi,40
nor2,188
a22o,156
clkbuf,164
buf,249
mux2i,74
a221oi,91
nand3,56
nand2,248
a222oi,76
nor4,66
nand4,119
o21ai,39
-- kinds of logic (layout without fill, tap and decap cells) --
| kind of cell | count (synthesis) | in the layout | synth area share (%) |
|---|---|---|---|
| buf+inv | 416 | 517 | 2.77 |
| latches | 3200 | 3200 | 68.6 |
| simple gates | 905 | 905 | 6.76 |
| xor+xnor | 1 | 1 | 0.0125 |
| other cells | 0 | 305 | 0 |
| compound gates | 1819 | 1819 | 19.8 |
| mux | 132 | 132 | 1.99 |
-- critical path: cells and delay by family --
kind	cells	cell delay [ps]
compound gates	2	590
buf+inv	7	3140
simple gates	5	3040
-- routing by layer --
metal,wire (um),part of all wire [%],vias to the layer above
li1,-,-,24400
met1,153000,31,34300
met2,174000,35,9418
met3,101000,20,3631
met4,59900,12,156
met5,5170,1.0,-
-- layout make-up --
| class | count | area, um2 |
|---|---|---|
| fillers | 11900 | 62300 |
| diodes | 305 | 763 |
| repair buffers | 514 | 3970 |
| multi-input cells | 2857 | 20700 |
| inverters | 3 | 11.3 |
| flip-flops and latches | 3200 | 48000 |
| well taps | 1863 | 2330 |
-- how the worst min path moves through the flow --
stage	from	endpoint	slack [ps]
after CTS	bram_addr[4]	bram_dout[7]	36480
after global routing	bram_addr[4]	bram_dout[7]	36530
final	bram_addr[6]	bram_dout[28]	36570
