<file path="flow/run.sh">
#!/bin/bash
# OpenROAD 26Q1-2900-gdf79404cd8, Yosys 0.63+post, stock flow scripts
make -C /OpenROAD-flow-scripts/flow DESIGN_CONFIG=/design/flow/config.mk WORK_HOME=/design/flow/orfs finish
</file>
<file path="flow/config.mk">
export PLATFORM = sky130hd
export DESIGN_NAME = sfa_vadd
export DESIGN_NICKNAME = sfa_vadd
export VERILOG_FILES = /design/flow/design.v
export SDC_FILE = /design/flow/constraint.sdc
export NUM_CORES = 4
export LEC_CHECK = 1
export CORE_UTILIZATION = 40
</file>
<file path="flow/constraint.sdc">
current_design sfa_vadd

set clk_period 15.4
set clk_io_pct 0.2

create_clock -name clk0 -period $clk_period [get_ports {ACLK}]

set non_clock_inputs [all_inputs -no_clocks]
set_input_delay [expr $clk_period * $clk_io_pct] -clock clk0 $non_clock_inputs
set_output_delay [expr $clk_period * $clk_io_pct] -clock clk0 [all_outputs]
</file>
<file path="flow/design.v">
`timescale 1 ns / 1 ps
module sfa_vadd (
  input   wire  [15 : 0]  PR_SIZE     ,
  output  wire            sCMD_tready ,
  input   wire            sCMD_tvalid ,
  input   wire  [31 : 0]  sCMD_tdata  ,
  input   wire            mRet_tready ,
  output  wire            mRet_tvalid ,
  output  wire  [31 : 0]  mRet_tdata  ,
  output  wire            sIn1_tready ,
  input   wire            sIn1_tvalid ,
  input   wire  [31 : 0]  sIn1_tdata  ,
  output  wire            sIn2_tready ,
  input   wire            sIn2_tvalid ,
  input   wire  [31 : 0]  sIn2_tdata  ,
  input   wire            mOut_tready ,
  output  wire            mOut_tvalid ,
  output  wire   [31 : 0] mOut_tdata  ,
  input  wire             ACLK        ,
  input  wire             ARESETN
);
  localparam Fetch           = 5'b10000;  
  localparam Decode          = 5'b01000;  
  localparam Addition        = 5'b00100;  
  localparam AXIs_SEND       = 5'b00010;  
  localparam Write_Back      = 5'b00001;  
  reg [ 4 : 0] state       ;
  reg [31 : 0] instruction ;
  reg [31 : 0] ret         ;
  reg [31 : 0] ValueA      ;
  reg [31 : 0] ValueB      ;
  reg [31 : 0] ValueC      ;
  reg [15 : 0] i           ;
  assign sCMD_tready   = (state == Fetch)      ;
  assign sIn1_tready   = mOut_tready;
  assign sIn2_tready   = mOut_tready;
  assign mRet_tvalid   = (state == Write_Back) ;
  assign mOut_tdata    = ValueC                ;
  assign mOut_tvalid   = (state == AXIs_SEND)  ;
  assign mRet_tdata    = ret                   ;
  always @(posedge ACLK)
  begin
    if(!ARESETN) begin
      state <= Fetch;
    end
    else begin
      case (state)
        Fetch: begin  
          if (sCMD_tvalid == 1) begin
            i            <= 16'd0;
            instruction  <= sCMD_tdata;
            state        <= Decode;
          end
          else begin
            state        <= Fetch;
          end
        end
        Decode: begin  
          if (instruction == 32'd1) begin
            if (i < PR_SIZE) begin
              if (sIn1_tvalid == 1 && sIn2_tvalid == 1) begin
                ValueC <= sIn1_tdata + sIn2_tdata;
                i      <= i + 1           ;
                state  <= AXIs_SEND;
              end
              else begin
                state  <= Decode    ;
              end
            end
            else begin
              ret      <= 32'd10    ;
              state    <= Write_Back;
            end
          end
          else begin
            state      <= Fetch     ;
          end
        end
        AXIs_SEND: begin  
          if (mOut_tready == 1) begin
            state <= Decode;
          end
          else begin
            state <= AXIs_SEND;
          end
        end
        Write_Back: begin
          if (mRet_tready == 1) begin
            state        <= Fetch;
          end
          else begin
            state        <= Write_Back;
          end
        end
      endcase
    end
  end
endmodule
</file>
==> flow_summary.json <==
{
  "num_rows": 41,
  "via_count": 4134,
  "cts_setup_buffers": 0,
  "wirelength_mm": 11.9,
  "gp_congestion": 0.883,
  "p_leak_nw": 2.82,
  "drv_slew": 0,
  "coreArea_um2": 12800,
  "overflow": 0,
  "fp_util_pct": 41.6,
  "tightest_slew_ns": 0.728,
  "area_growth_pct": 36.1,
  "period_used_pct": 46.6,
  "firstDrtPassIters": 4,
  "mi_logic_area_um2": 2570,
  "insertion_delay_ns": 0.34,
  "final-seq-area_um2": 2480,
  "yosysCellCount": 492,
  "track_usage_pct": 18.3,
  "relSlewSlack_pct": 51.5,
  "wl_per_cell_um": 14.5,
  "cts_buffers": 9,
  "peakVddDrop_mv": 0.0438,
  "die_width_um": 117,
  "synthCells": 492,
  "syn_area_per_cell_um2": 10.8,
  "fmax_mhz": 139,
  "hold_path_class": "reg -> reg",
  "antenna_found_initial": 0,
  "power.density_nw_per_um2": 85.0,
  "fin_util_pct": 56.6,
  "netlist_area_um2": 5310,
  "portBuffers": 155,
  "synth-edff-count": 80,
  "top_cell_area_share_pct": 45.2,
  "htree_levels": 3,
  "topCellsByArea": "edfxtp_1 45%, ha_1 11%, buf_4 4.9%",
  "rsz0062_at_grt": "false",
  "finalCriticalPeriod_ns": 7.17,
  "path_delay_family": "buffers and inverters",
  "drt_iter0_markers": 164,
  "clk_transition_reported_paths_ns": 0.07,
  "ys.flop_type": "edfxtp_1",
  "clock-root-buffer": "clkbuf_16",
  "grt_pass1_vias": 4040,
  "ys_chip_area_um2": 5310,
  "cpMostUsedCell": "clkdlybuf4s50_1",
  "slowest_delay_ns": 0.53,
  "grt_start_max_net_pins": 33,
  "n_fill_cell": 1070,
  "hpwlAfterDp_mm": 9.40,
  "final_hold_viol_count": 0,
  "cts.sinks": 84,
  "drive_gt1_share_pct": 4.43,
  "end_kind": "output port",
  "place_inst": 810,
  "cp.arrival_ns": 4.09,
  "crit_fanout": 4,
  "ant_nets": 0,
  "stdcell_area_um2": 7230,
  "worstSetupPathType": "in -> out",
  "fin_worst_skew_ns": 0.00453,
  "die_area_um2": 13700,
  "final_cell_count_no_fill": 826,
  "ys.flops": 84,
  "antenna_cells_inserted": 0,
  "critPathBufInv": 2,
  "cp-start-kind": "input port",
  "finalSetupTns_ns": 0,
  "maxCapViolCount": 0,
  "yosysUniqueCellTypes": 55,
  "postPlaceCellArea_um2": 6910,
  "cts_hold_buffers": 0,
  "warning_count": 25,
  "ioPinCount": 188,
  "tritoncts": "built",
  "required_ns": 12.32,
  "status": "complete, no violations",
  "die_h_um": 117,
  "clockBufferDepth": 2,
  "worstPathCellList": "clkdlybuf4s50_1 -> clkdlybuf4s50_1",
  "final-setup-viol-count": 0,
  "total_power_w": 0.000614,
  "drcViolationCount": 0,
  "via_per_inst": 5.00,
  "synth-async-reset-ratio_pct": 0,
  "synth_top_cell_by_area": "edfxtp_1",
  "cp_slowest_cell": "clkdlybuf4s50_1",
  "yosys.stat.seqShare_pct": 46.7,
  "grt_first_pass_wirelength_mm": 18.7,
  "ys_warn_count": 1,
  "cts_resized": 0
}
state kept, by name, indices dropped and copies added, names as in the netlist:
name and flops:
ValueC 32, instruction 32, i 16, state 4
through the flow:
step	setup WS [ns]	hold slack, ns
6_report	8.23	0.555
5_1_grt	8.19	0.542
4_1_cts	8.23	0.533
3_5_place_dp	8.23	0.517
3_3_place_gp	8.24	0.508
2_1_floorplan	9.14	0.443
where the power goes:
| group | internal [W] | total [W] | switching, W |
|---|---|---|---|
| registers | 0.000262 | 0.000266 | 0.00000435 |
| logic | 0.0000650 | 0.000121 | 0.0000559 |
| clock network | 0.000130 | 0.000227 | 0.0000973 |
| total | 0.000457 | 0.000614 | 0.000158 |
routing by layer:
layer	GRT usage [%]	share of wire, %
met1	27.8	46
met2	28.7	47
met3	3.57	5.3
met4	3.46	1.7
met5	0	0
cells by family after synthesis:
logic type	count (synthesis)	synth area share, %
compound gates	112	14.0
fa+ha+maj	48	11.4
xor+xnor	42	6.93
buf+inv	61	6.97
mux	1	0.212
other cells	2	0.141
flops	84	46.7
simple gates	142	13.6
cells in the mapped netlist, types with 2 or more instances:
| master | number |
|---|---|
| a2111oi_2 | 2 |
| a211oi_1 | 4 |
| a21o_1 | 20 |
| a21oi_1 | 34 |
| a311oi_1 | 2 |
| a31oi_1 | 6 |
| and2_1 | 5 |
| and3_1 | 9 |
| buf_2 | 2 |
| buf_4 | 35 |
| clkbuf_1 | 3 |
| conb_1 | 2 |
| dfxtp_1 | 4 |
| edfxtp_1 | 80 |
| ha_1 | 47 |
| inv_1 | 20 |
| nand2_1 | 23 |
| nand2b_1 | 4 |
| nand3_1 | 17 |
| nand4_1 | 12 |
| nor2_1 | 42 |
| nor2b_1 | 4 |
| nor3_1 | 4 |
| nor4_1 | 11 |
| nor4b_1 | 2 |
| o21a_1 | 5 |
| o21ai_0 | 9 |
| o21ai_1 | 12 |
| o21bai_1 | 2 |
| o31ai_1 | 3 |
| or2_4 | 2 |
| or3_1 | 2 |
| xnor2_1 | 18 |
| xor2_1 | 24 |
cell usage in the layout (no fill, tap or decap), types with 9 or more instances in the layout:
cell type | synthesis | routed
inv_1 | 20 | 20
ha_1 | 47 | 47
and3_1 | 9 | 9
clkbuf_16 | 0 | 9
conb_1 | 2 | 32
edfxtp_1 | 80 | 80
o21ai_1 | 12 | 12
xnor2_1 | 18 | 18
nand2_1 | 23 | 23
a21o_1 | 20 | 20
o21ai_0 | 9 | 9
nor4_1 | 11 | 11
a21oi_1 | 34 | 34
clkdlybuf4s50_1 | 0 | 155
nand3_1 | 17 | 17
xor2_1 | 24 | 24
nor2_1 | 42 | 42
nand4_1 | 12 | 12
layout make-up:
class,instances,share of cell area [%]
multi-input cells,377,35.6
clock inverters,7,1.26
clock buffers,9,3.12
repair buffers,157,21.7
inverters,20,1.04
flip-flops and latches,84,34.3
well taps,172,2.98
worst paths after layout:
| check | start | endpoint | slack (ns) | cells after the start |
|---|---|---|---|---|
| setup / recovery | mOut_tready | sIn2_tready | 8.23 | 2 |
| hold / removal | state[3] | state[0] | 0.55 | 2 |
| setup reg to reg | i[9] | i[8] | 12.38 | 8 |
| hold reg to reg | state[3] | state[0] | 0.55 | 2 |
No activity file was given, so power comes from the tool's default toggle rates.
